==> ./design.v <==
module Baud_gen #(parameter division = 1)(
input i_clk,
input i_rst_n,
output reg pulse
);
	reg [15:0] threshhold;
	always @(posedge i_clk, negedge i_rst_n)begin
		if(!i_rst_n)begin
			threshhold <=4'h0000;
		end
		else if(threshhold == division)begin
			pulse = !pulse;
		end
		else begin
			threshhold = threshhold+1;
		end
	end
endmodule
==> ./run.sh <==
#!/bin/bash
# OpenROAD 26Q1-2900-gdf79404cd8, Yosys 0.63+post, stock flow scripts
make -C /OpenROAD-flow-scripts/flow DESIGN_CONFIG=/design/flow/config.mk WORK_HOME=/design/flow/orfs finish
==> ./config.mk <==
export PLATFORM = sky130hd
export DESIGN_NAME = Baud_gen
export DESIGN_NICKNAME = Baud_gen
export VERILOG_FILES = /design/flow/design.v
export SDC_FILE = /design/flow/constraint.sdc
export NUM_CORES = 4
export LEC_CHECK = 1
export CORE_AREA = 10 10 82 82
export DIE_AREA = 0 0 92 92
==> ./constraint.sdc <==
current_design Baud_gen

set clk_period 3.8
set clk_io_pct 0.2

create_clock -name clk0 -period $clk_period [get_ports {i_clk}]

set non_clock_inputs [all_inputs -no_clocks]
set_input_delay [expr $clk_period * $clk_io_pct] -clock clk0 $non_clock_inputs
set_output_delay [expr $clk_period * $clk_io_pct] -clock clk0 [all_outputs]
==> flow_summary.html <==
<!-- implementation run metrics -->
<table>
<tr><th>Metric</th><th>Value</th></tr>
<tr><th colspan="2">Timing</th></tr>
<tr><td>Final Skew</td><td>0.001285 ns</td></tr>
<tr><td>Setup-violating endpoint count in the final report</td><td>0</td></tr>
<tr><td>Final-report max-slew violation count</td><td>0</td></tr>
<tr><td>Period minus WS final</td><td>2.041 ns</td></tr>
<tr><td>Achievable Freq</td><td>a little under 500 MHz</td></tr>
<tr><td>Crit share post-route</td><td>between 50% and 60%</td></tr>
<tr><td>Number of endpoints with negative hold slack in the final report</td><td>0</td></tr>
<tr><td>Setup total negative slack</td><td>0 ns</td></tr>
<tr><td>Actual slew at the worst max-slew pin</td><td>0.7159 ns</td></tr>
<tr><td>Worst hold margin</td><td>roughly 0.47 ns</td></tr>
<tr><td>RSZ-0062 raised after global routing</td><td>no</td></tr>
<tr><td>Normalized max-slew margin</td><td>a little over half</td></tr>
<tr><th colspan="2">Global routing</th></tr>
<tr><td>Pin count of the biggest net entering global routing</td><td>18</td></tr>
<tr><td>Global-route wire length before repair</td><td>2573 um</td></tr>
<tr><td>Grt ovf</td><td>0</td></tr>
<tr><td>Vias in the first global route</td><td>between 500 and 600</td></tr>
<tr><td>Number of antenna violations at the first check in global routing</td><td>0</td></tr>
<tr><td>Overall global routing resource usage</td><td>3.590%</td></tr>
<tr><th colspan="2">Synthesis</th></tr>
<tr><td>Biggest area cells</td><td>sky130_fd_sc_hd__dfrtp_1 48%, sky130_fd_sc_hd__xnor2_1 7.3%, sky130_fd_sc_hd__xor2_1 7.3%</td></tr>
<tr><td>Synthesized-area fraction occupied by adder cells</td><td>under 10%</td></tr>
<tr><td>Proportion of synthesized area in mux cells</td><td>1.194%</td></tr>
<tr><td>Area of the mapped netlist</td><td>838.3 sq um</td></tr>
<tr><td>Portion of synthesized cell area occupied by the leading cell type</td><td>a little under half</td></tr>
<tr><td>Most area-hungry cell type in the Yosys netlist</td><td>sky130_fd_sc_hd__dfrtp_1</td></tr>
<tr><td>Ys flops</td><td>17</td></tr>
<tr><td>Ao+oa area frac</td><td>less than 1%</td></tr>
<tr><td>Unique cell types</td><td>23</td></tr>
<tr><td>Dominant kind of combinational cell</td><td>simple AND/OR/NAND/NOR gates</td></tr>
<tr><td>Warnings from Yosys</td><td>1</td></tr>
<tr><td>Yosys cell count</td><td>around 74</td></tr>
<tr><td>Area fraction in and, or, nand and nor cells after synthesis</td><td>26.87%</td></tr>
<tr><td>Post-synthesis sequential area ratio</td><td>51.34%</td></tr>
<tr><td>Number of cells produced by synthesis</td><td>74</td></tr>
<tr><td>XOR/XNOR Fraction of Synth Area</td><td>about 15%</td></tr>
<tr><td>Chip area from the yosys synthesis statistics</td><td>838.3 sq um</td></tr>
<tr><td>Average cell area after synthesis</td><td>approximately 11 sq um</td></tr>
<tr><th colspan="2">Worst setup path</th></tr>
<tr><td>Arrival time reported for the critical path endpoint</td><td>around 2.0 ns</td></tr>
<tr><td>Reg2Reg Depth</td><td>4</td></tr>
<tr><td>Buffers &amp; Inverters on Critical Path</td><td>1</td></tr>
<tr><td>Setup slack of the worst register-to-register path</td><td>just under 2 ns</td></tr>
<tr><td>Reg-to-Reg End</td><td>threshhold[1]</td></tr>
<tr><td>CP Cell Sequence</td><td>clkdlybuf4s50_1, and4_1</td></tr>
<tr><td>Crit-path max FO</td><td>17</td></tr>
<tr><td>Worst EP required</td><td>~3.8 ns</td></tr>
<tr><td>Startpoint Class</td><td>input port</td></tr>
<tr><td>Crit-path slowest cell</td><td>sky130_fd_sc_hd__clkdlybuf4s50_1</td></tr>
<tr><td>CP Capture Type</td><td>register</td></tr>
<tr><td>Start-to-end type of the worst setup path</td><td>in -&gt; reg</td></tr>
<tr><td>Top Family by Delay on Critical Path</td><td>buffers and inverters</td></tr>
<tr><td>Launch point of the worst reg-to-reg path</td><td>threshhold[0]</td></tr>
<tr><td>CP max stage delay</td><td>0.93 ns</td></tr>
<tr><th colspan="2">Hold path</th></tr>
<tr><td>Hold WC Path Type</td><td>reg -&gt; reg</td></tr>
<tr><td>Hold endpoint</td><td>threshhold[15]</td></tr>
<tr><td>Number of cells on the worst hold path</td><td>1</td></tr>
<tr><td>Origin of the worst min-delay path</td><td>threshhold[15]</td></tr>
<tr><th colspan="2">Placement</th></tr>
<tr><td>Placed Cells</td><td>145</td></tr>
<tr><td>Dpl cell area</td><td>940.9 sq um</td></tr>
<tr><td>Post-DP HPWL</td><td>1046 um</td></tr>
<tr><td># port buffers</td><td>2</td></tr>
<tr><td>Placer Congestion</td><td>slightly above 0.8</td></tr>
<tr><th colspan="2">Detailed routing</th></tr>
<tr><td>Final Routed Wirelength</td><td>~1400 um</td></tr>
<tr><td>Detailed-route DRC error count</td><td>0</td></tr>
<tr><td>Total number of vias</td><td>541</td></tr>
<tr><td>Detail-routed net length per standard cell</td><td>between 9 and 10 um</td></tr>
<tr><td>Post-detailed-route count of antenna-violating nets</td><td>0</td></tr>
<tr><td>First-pass DRT Iterations</td><td>3</td></tr>
<tr><td>DR vias/cell</td><td>3.631</td></tr>
<tr><td>Total inserted antenna cells</td><td>0</td></tr>
<tr><td>Initial DRC count</td><td>around 53</td></tr>
<tr><th colspan="2">Layout</th></tr>
<tr><td>Most frequently placed logic cells in the final layout</td><td>16 x sky130_fd_sc_hd__dfrtp_1, 7 x sky130_fd_sc_hd__nor4_1, 7 x sky130_fd_sc_hd__xnor2_1, 7 x sky130_fd_sc_hd__xor2_1</td></tr>
<tr><td>Filler instances</td><td>approximately 560</td></tr>
<tr><td>Synth-to-Final Area Change</td><td>17.61%</td></tr>
<tr><td>Tally of non-filler cells in the final layout</td><td>around 150</td></tr>
<tr><td>Design Area, Final</td><td>around 1000 sq um</td></tr>
<tr><td>Dominant logic cell type in the layout</td><td>sky130_fd_sc_hd__dfrtp_1</td></tr>
<tr><td>Total area of sequential cells</td><td>around 430 sq um</td></tr>
<tr><td>Footprint of the multi-input gates</td><td>387.9 sq um</td></tr>
<tr><td>Fraction of layout cells with a size suffix above 1</td><td>7.595%</td></tr>
<tr><th colspan="2">Clock tree</th></tr>
<tr><td>Number of CTS-inserted buffers</td><td>3</td></tr>
<tr><td>Clock slew at the register clock pins of the worst setup and hold paths</td><td>0.06 ns</td></tr>
<tr><td>Post-CTS sizing</td><td>0</td></tr>
<tr><td>Maximum root-to-sink buffer count</td><td>2</td></tr>
<tr><td>CTS tree</td><td>built</td></tr>
<tr><td>Number of clock sinks</td><td>17</td></tr>
<tr><td>Root Buffer Master</td><td>sky130_fd_sc_hd__clkbuf_8</td></tr>
<tr><td>Post-CTS repair timing setup buffer count</td><td>0</td></tr>
<tr><td>Clock latency of the later-clocked register in the worst-skew pair</td><td>0.24 ns</td></tr>
<tr><td># hold bufs at CTS</td><td>0</td></tr>
<tr><td>H-tree depth</td><td>1</td></tr>
<tr><th colspan="2">Floorplan</th></tr>
<tr><td>Die Size</td><td>8464 sq um</td></tr>
<tr><td>Rows</td><td>26</td></tr>
<tr><td>Die Wd</td><td>92 um</td></tr>
<tr><td>Floorplan die height</td><td>roughly 92 um</td></tr>
<tr><td>Core region area</td><td>5075 sq um</td></tr>
<tr><td>Initial core utilization</td><td>16.52%</td></tr>
<tr><td># IOs</td><td>3</td></tr>
<tr><th colspan="2">Flow run</th></tr>
<tr><td>Max-cap viol count</td><td>0</td></tr>
<tr><td>Tool Warnings</td><td>26</td></tr>
<tr><th colspan="2">Status</th></tr>
<tr><td>Outcome</td><td>complete, no violations</td></tr>
<tr><th colspan="2">Pwr</th></tr>
<tr><td>Leak pwr</td><td>0.4249 nW</td></tr>
<tr><td>Max rail drop VDD</td><td>approximately 0.17 mV</td></tr>
<tr><td>Power, Total</td><td>between 300 and 400 uW</td></tr>
<tr><td>Areal power density over the cells</td><td>between 300 and 400 nW/um^2</td></tr>
</table>
==> layout make-up <==
| class | instances | share of cell area [%] |
|---|---|---|
| Sequential cell | 17 | 43.65 |
| Timing Repair Buffer | 2 | 2.030 |
| Inverter | 4 | 1.523 |
| Tap cell | 70 | 8.883 |
| Multi-Input combinational cell | 52 | 39.34 |
| Clock buffer | 4 | 4.569 |
==> cell usage after synthesis (all sizes together) <==
library cell and count:
nor2 2, buf 1, ha 2, nand2 5, o21ai 1, mux2i 1
or3 1, edfxtp 1, or4b 1, inv 4, dfrtp 16, nor4b 1
xnor2 7, nand2b 1, nand4 5, xor2 7, nor4 8, nor3 1
nand3 5, or4 2, and4 2
==> where the power goes <==
group | switching [mW] | internal [mW] | total (mW)
clock | 0.0503 | 0.0741 | 0.124
sequential | 0.000242 | 0.183 | 0.184
combinational | 0.00356 | 0.00208 | 0.00563
==> how the worst max path moves through the flow <==
stage	slack, ns	from	cells past startpoint	end
4_1_cts	1.72	i_rst_n	2	pulse
5_1_grt	1.59	i_rst_n	2	pulse
6_report	1.76	i_rst_n	2	pulse
==> sequential cells by signal (all words and copies together), names as in the netlist <==
name and cells:
pulse 1, threshhold 16
==> cells by family after synthesis <==
group | Yosys count
AND-OR/OR-AND | 1
AND/OR/NAND/NOR | 34
flip-flops | 17
XOR/XNOR | 14
adder cells (fa/ha/maj) | 2
buffers and inverters | 5
multiplexers | 1
==> through the flow <==
stage / worst slack [ns] / utilization (%)
finish: 1.759 / 19.43
floorplan: 2.145 / -
global placement: 1.491 / 18.54
global route: 1.586 / 19.43
CTS: 1.718 / 19.43
detailed placement: 1.466 / 18.54
==> metal layers <==
metal | global-route usage (%) | up-vias | part of all wire [%]
met1 | 4.842 | 248 | 53
met4 | 0.2571 | 0 | 0.79
li1 | - | 285 | -
met2 | 5.118 | 6 | 39
met3 | 2.059 | 2 | 6.9
met5 | 0 | - | 0
Power figures rest on the tool's default switching activity, not on a simulated workload.
